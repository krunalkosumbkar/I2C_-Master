File: flow/config.mk
export PLATFORM = sky130hd
export DESIGN_NAME = display
export DESIGN_NICKNAME = display
export VERILOG_FILES = /design/flow/design.v
export SDC_FILE = /design/flow/constraint.sdc
export NUM_CORES = 4
export LEC_CHECK = 1
export CORE_UTILIZATION = 50
File: flow/constraint.sdc
current_design display

set clk_period 5.7
set clk_io_pct 0.2

create_clock -name clk0 -period $clk_period [get_ports {clk}]

set non_clock_inputs [all_inputs -no_clocks]
set_input_delay [expr $clk_period * $clk_io_pct] -clock clk0 $non_clock_inputs
set_output_delay [expr $clk_period * $clk_io_pct] -clock clk0 [all_outputs]
File: flow/design.v
module anode_toggle(a0,a1,a2,a3,sel);
input [1:0]sel;
output reg a0,a1,a2,a3;
always@(*)begin
 case(sel)
 2'b00 : {a3,a2,a1,a0} = 4'b1110;
 2'b01 : {a3,a2,a1,a0} = 4'b1101;
 2'b10 : {a3,a2,a1,a0} = 4'b1011;
 2'b11 : {a3,a2,a1,a0} = 4'b0111;
 default : {a3,a2,a1,a0} = 4'b1111;
 endcase
 end
endmodule
module clock_divider#(parameter n = 27)(arstn,clk,clk_div1,clk_div2,clk_div3,clk_div4);
input clk,arstn;
reg [n : 0]c_out;
output clk_div1,clk_div2,clk_div3,clk_div4;
always @ (posedge (clk))begin
if (~arstn)
  c_out <= 'h0;
  else 
  c_out <= c_out + 'h1;
  end
assign clk_div1 = c_out[24];
assign clk_div2 = c_out[17];
assign clk_div3 = c_out[18];
assign clk_div4 = c_out[n];
endmodule
module data_display(c_out,temp);
input [3:0] c_out;
output reg [6:0] temp;
always@(*)begin
case (c_out) 
4'b0000 : {temp} <= 7'b0000001;
4'b0001 : {temp} <= 7'b1001111 ;
4'b0010 : {temp} <= 7'b0010010 ; 
4'b0011 : {temp} <= 7'b0000110 ;  
4'b0100 : {temp} <= 7'b1001100 ;         
4'b0101 : {temp} <= 7'b0100100 ;
4'b0110 : {temp} <= 7'b0100000 ;
4'b0111 : {temp} <= 7'b0001111 ;                                                        
4'b1000 : {temp} <= 7'b0000000 ; 
4'b1001 : {temp} <= 7'b0000100 ; 
4'b1010 : {temp} <= 7'b0000010 ; 
4'b1011 : {temp} <= 7'b1100000 ;
4'b1100 : {temp} <= 7'b1110010 ; 
4'b1101 : {temp} <= 7'b1000010; 
4'b1110 : {temp} <= 7'b0010000 ;
4'b1111 : {temp} <= 7'b0111000 ;
default : {temp} <= 7'b1111111 ;                                                                                               
endcase
end
endmodule
module display(data_x,data_y,data_z,clk,arstn,a0,a1,a2,a3,a,b,c,d,e,f,g);
input [15:0]data_x,data_y,data_z;
input clk,arstn;
output a0,a1,a2,a3,a,b,c,d,e,f,g; 
wire clk1,clk2,clk3,clk4;
wire [3:0]temp1,temp2,temp3,temp4;
wire [6:0]seg1,seg2,seg3,seg4;
wire[1:0]disp_clk;
reg [15:0] data_temp;
reg [1:0]count_sel;
wire [1:0]counter;
clock_divider display_clk (.arstn(arstn),.clk(clk),.clk_div1(clk1),.clk_div2(clk2),.clk_div3(clk3),.clk_div4(clk4));
always@(posedge clk4,negedge arstn)
begin
if(~arstn)
    count_sel <= 2'b00;
else 
    count_sel <= count_sel + 2'b01;
end
assign counter = count_sel;
always@(negedge clk1,negedge arstn)
begin
if(~arstn)
    data_temp <= 'h0;
else begin
case(counter)
2'b00 : data_temp = 'h0;
2'b01 : data_temp = data_x;
2'b10 : data_temp = data_y;
2'b11 : data_temp = data_z;
default : data_temp = 'hz;
endcase
end
end
assign {temp4,temp3,temp2,temp1} = data_temp;
data_display A0 (temp1,seg1);
data_display A1 (temp2,seg2);
data_display A2 (temp3,seg3);
data_display A3 (temp4,seg4);
display_mux display_select (seg1,seg2,seg3,seg4,a,b,c,d,e,f,g,{clk2,clk3});
anode_toggle anode_shuffle (a0,a1,a2,a3,{clk2,clk3});
endmodule
module display_mux(in1,in2,in3,in4,a,b,c,d,e,f,g,sel);
input [6:0]in1,in2,in3,in4;
input [1:0]sel;
output reg a,b,c,d,e,f,g;
always@(*)begin
case(sel)
2'b00 : {a,b,c,d,e,f,g} = in1;
2'b01 : {a,b,c,d,e,f,g} = in2;
2'b10 : {a,b,c,d,e,f,g} = in3;
2'b11 : {a,b,c,d,e,f,g} = in4;
default : {a,b,c,d,e,f,g} = 'hz;
endcase
end
endmodule
File: flow/run.sh
#!/bin/bash
# OpenROAD 26Q1-2900-gdf79404cd8, Yosys 0.63+post, stock flow scripts
make -C /OpenROAD-flow-scripts/flow DESIGN_CONFIG=/design/flow/config.mk WORK_HOME=/design/flow/orfs finish
==> summary.txt <==
yosys + openroad results -> hpwl dp 5.17 mm, Data arrival, critical path 2.36 ns, worst-case vdd ir drop 151 uV, post-synthesis async set-or-reset flop share 39.1%, initial antenna violation count 0, top cells by area dfxtp_1 18%, dfrtn_1 13%, ha_1 13%, Final Non-Filler Cells 480, P_leak 1.41 nW, Synth top area share 17.8%, endpoints left unconstrained 18, Post-Syn Area 3150 um2, Reg clk slew, reported paths 0.09 ns, count of unclocked register or latch pins 18, Rel. slew slack 49.5%, vias 2747, Synthesized registers 46, most frequent cells in the layout 60 x clkdlybuf4s50_1, 44 x nor2_1, 32 x ha_1, Yosys Chip Area 3150 um2, Vias/cell 5.72, 1st-iter DRT viols 171, Syn. warnings 7, FP Rows 28, Critical Path Start Type flip-flop, endpoint class of the critical path primary output, Area Overhead vs Synth 20.6%, status finished, final reports clean, TritonCTS Buffers 3, post-route setup TNS 0 ns, Final period util 61.5%, Max-cap violations 0, dpl cells 476, Worst Skew 0.00392 ns, top_reg_cell synth dfxtp_1, GR Overflow Total 0, R2R setup slack 3.41 ns, Crit Path Max Fanout 16, wire per inst 13.8 um, Final WS setup 2.20 ns, H-Tree Depth 1, Die H 81.4 um, RePlAce Congestion 0.888, Worst-Margin Slew 0.753 ns, post-route cell area 3800 um2, floorplan utilization 52.6%, Post-synth EDFFs 0, Tmin final 3.50 ns, CTS tree built, worst-skew pair later-pin latency 0.27 ns, OpenROAD warnings 52, DP Worst Slack 2.55 ns, postcts setup bufs 0, RSZ-0062 raised after global routing false, clk root buf clkbuf_8, Core Box Area 5990 um2, CP Class reg -> out, chip area 6630 um2, first-pass GRT wire length 10.7 mm, Remaining DRCs 0, Slew Limit Fails 0, worst hold path class reg -> reg, Top cell excl fill/tap clkdlybuf4s50_1, vias in the first global route 2338, Tot GR Track Use 20.8%, Seq share, synth 32.1%, # Cells Yosys 364, First-pass DRT Iterations 7, DP Area 3750 um2, Horiz. Die Dim 81.4 um, Crit Reg-Reg Startpoint display_clk.c_out[0]$_SDFF_PN0_, Max Fclk 0.285 GHz, fraction of layout cells with a size suffix above 1 3.70%, port bufs 60, Post-Synthesis Cells 364, Detail Route Antenna Nets 0, Hold Vio Cnt, Final 0, CP required 4.56 ns, Clock Path Buffers 2, Unique cell types 50, Yosys top cell by area dfxtp_1, Antenna diodes 0, reg2reg path depth 5, post-CTS sizing 0, Worst Setup EP f, # IOs 61, post-cts hold buffer count 0, Final Setup Violations 0, PwrDens 95.0 nW/um2, syn_area_per_cell 8.66 um2, CP startpoint display_clk.c_out[17]$_SDFF_PN0_, total power 0.361 mW, largest net degree at the start of global routing 28, RR Endpoint display_clk.c_out[26]$_SDFF_PN0_, Routed WL 6.61 mm
synthesized netlist by cell type, drive strengths merged, types with 5 or more instances:
cell and count:
and3 5, nor2b 6, xor2 6, dfxtp 28, nand2b 5, xnor2 9
a211oi 6, o21ai 21, mux2i 6, ha 32, nand3 11, dfrtn 16
a222oi 16, or3 9, nand2 23, or4 10, nor2 44, o31ai 8
inv 19, clkbuf 16, buf 8, a21oi 17
critical path, stage by stage, from the launching register on:
cell,delay (ns)
dfxtp_1,0.62
nand2_1,0.22
a2111oi_0,0.52
nor2_1,0.10
or4b_1,0.18
clkdlybuf4s50_1,0.45
state kept, by name, indices dropped and copies added, names as in the netlist:
signal / count
display_clk.c_out: 28
data_temp: 16
count_sel: 2
how the worst min path moves through the flow:
stage	cells past startpoint	end	startpoint	slack [ns]
4_1_cts	1	display_clk.c_out[0]$_SDFF_PN0_	display_clk.c_out[0]$_SDFF_PN0_	0.48
5_1_grt	1	display_clk.c_out[0]$_SDFF_PN0_	display_clk.c_out[0]$_SDFF_PN0_	0.50
6_report	1	display_clk.c_out[0]$_SDFF_PN0_	display_clk.c_out[0]$_SDFF_PN0_	0.48
layout make-up:
class / count / area, um2
clock buffer: 4 / 55.1
fill: 478 / 2190
tap: 75 / 93.8
sequential: 46 / 1010
inverter: 20 / 75.1
timing repair buffer: 61 / 608
multi-input combinational: 274 / 1960
power by group:
part,internal [mW],switching [mW]
Clock,0.0618,0.0587
Combinational,0.0312,0.0108
Sequential,0.197,0.00161
Total,0.290,0.0711
routing by layer:
layer  part of all wire, %  wire (um)  track usage, %  up-vias
met2                    42       2750            30.7       93
li1                      -          -               -     1411
met5                     0          0               0        -
met3                   6.1        404            2.59        0
met1                    52       3460            35.4     1243
met4                     0          0           0.357        0
cell families (layout without fill, tap and decap cells):
kind of cell / Yosys count / in the layout / share of synthesized area [%]
and+or+nand+nor: 131 / 131 / 21.2
AOI/OAI and AO/OA: 86 / 86 / 19.3
DFF: 46 / 46 / 32.1
adders and majority gates: 32 / 32 / 12.7
buffers and inverters: 44 / 85 / 5.79
xor gates and xnor gates: 15 / 15 / 4.17
muxes: 10 / 10 / 4.76
metrics by stage:
step                      hold slack [ns]  util [%]
after global placement              0.446      62.6
final                               0.476      63.5
after CTS                           0.478      63.5
after detailed placement            0.462      62.6
after floorplan                     0.430         -
after global routing                0.502      63.5
No activity file was given, so power comes from the tool's default toggle rates.

===== run.sh =====
#!/bin/bash
# OpenROAD 26Q1-2900-gdf79404cd8, Yosys 0.63+post, stock flow scripts
make -C /OpenROAD-flow-scripts/flow DESIGN_CONFIG=/design/flow/config.mk WORK_HOME=/design/flow/orfs finish

===== design.v =====
module clock_800khz (input arstn, input clock, output reg slow_clock);
 reg [7:0] count = 0;
    always @(posedge clock,negedge arstn)begin
        if (~arstn) begin
            count <=0;
            slow_clock <=0;
        end else begin
            if (count ==124)begin
                count <=0;
                slow_clock <= !slow_clock;
            end else begin
                count <= count +1;
            end
        end
    end
endmodule

===== config.mk =====
export PLATFORM = sky130hd
export DESIGN_NAME = clock_800khz
export DESIGN_NICKNAME = clock_800khz
export VERILOG_FILES = /design/flow/design.v
export SDC_FILE = /design/flow/constraint.sdc
export NUM_CORES = 4
export LEC_CHECK = 1
export CORE_AREA = 10 10 70 70
export DIE_AREA = 0 0 80 80

===== constraint.sdc =====
current_design clock_800khz

set clk_period 1.8
set clk_io_pct 0.2

create_clock -name clk0 -period $clk_period [get_ports {clock}]

set non_clock_inputs [all_inputs -no_clocks]
set_input_delay [expr $clk_period * $clk_io_pct] -clock clk0 $non_clock_inputs
set_output_delay [expr $clk_period * $clk_io_pct] -clock clk0 [all_outputs]

==> impl_results.html <==
<!-- implementation run metrics -->
<table>
<tr><th>Metric</th><th>Value</th></tr>
<tr><th colspan="2">Critical path</th></tr>
<tr><td>Worst-path cell chain</td><td>clkdlybuf4s50_1</td></tr>
<tr><td>Crit path depth</td><td>1</td></tr>
<tr><td>Cell family with the largest share of critical-path delay</td><td>buffers and inverters</td></tr>
<tr><td>Peak per-stage delay on the critical path</td><td>0.47 ns</td></tr>
<tr><td>CP Launch Type</td><td>register</td></tr>
<tr><td>Crit-path max FO</td><td>2</td></tr>
<tr><td>Worst Setup End Kind</td><td>output port</td></tr>
<tr><td>Worst Reg2Reg Path Length in Cells</td><td>4</td></tr>
<tr><td>Capture point of the worst reg-to-reg path</td><td>count[7]$_DFF_PN0_</td></tr>
<tr><td>Setup crit end</td><td>slow_clock</td></tr>
<tr><td>Worst setup startpoint</td><td>slow_clock$_DFFE_PN0N_</td></tr>
<tr><td>Number of buffers and inverters on the critical path</td><td>1</td></tr>
<tr><td>Reg-to-reg critical path startpoint</td><td>count[0]$_DFF_PN0_</td></tr>
<tr><td>Setup slack, reg-to-reg</td><td>~0.44 ns</td></tr>
<tr><td>Arrival time at the worst endpoint</td><td>approximately 1.1 ns</td></tr>
<tr><td>Critical path class</td><td>reg2out</td></tr>
<tr><td>Data required time of the critical path</td><td>between 1 and 1.5 ns</td></tr>
<tr><td>Highest-delay cell along the critical path</td><td>clkdlybuf4s50_1</td></tr>
<tr><th colspan="2">Synthesis</th></tr>
<tr><td>Seq share, synth</td><td>0.507</td></tr>
<tr><td>Number of synthesized register bits</td><td>9</td></tr>
<tr><td>Top area cell types</td><td>dfrtp_1, ha_1, nand3_1</td></tr>
<tr><td>Most instantiated library cell after synthesis</td><td>dfrtp_1</td></tr>
<tr><td>Per-instance average area after synthesis</td><td>about 10 um2</td></tr>
<tr><td>Mapped Cells</td><td>45</td></tr>
<tr><td>Largest combinational cell category by area</td><td>simple AND/OR/NAND/NOR gates</td></tr>
<tr><td>Cell count in the Yosys report</td><td>between 40 and 50</td></tr>
<tr><td>Fraction of registers with async set/reset</td><td>1.00</td></tr>
<tr><td>Yosys synthesis chip area</td><td>about 440 um2</td></tr>
<tr><td>Synthesized-area fraction occupied by adder cells</td><td>0.0563</td></tr>
<tr><td>Cell accounting for the most synthesized area</td><td>dfrtp_1</td></tr>
<tr><td>Top cell types by occurrence after synthesis</td><td>dfrtp_1, nand2_1, inv_1, nand3_1, nor2_1</td></tr>
<tr><td>Count of warnings emitted by yosys</td><td>1</td></tr>
<tr><td>Simple Share, Synth</td><td>0.256</td></tr>
<tr><td>Share of the synthesized netlist area taken by xor and xnor gates</td><td>0.0394</td></tr>
<tr><td>Synth Area in Compound Gates</td><td>0.0986</td></tr>
<tr><td>Count of cell types in the netlist</td><td>20</td></tr>
<tr><td>Post-Syn Area</td><td>444 um2</td></tr>
<tr><td>Share of cell area taken by muxes after synthesis</td><td>0</td></tr>
<tr><td>Dominant register cell</td><td>dfrtp_1</td></tr>
<tr><td>Number of flops mapped to enable cells by yosys</td><td>0</td></tr>
<tr><td>Area share of the leading cell type in the synthesized netlist</td><td>0.507</td></tr>
<tr><th colspan="2">Clocking</th></tr>
<tr><td>Number of buffers inserted during clock tree synthesis</td><td>3</td></tr>
<tr><td>Bufs on Longest Clock Path</td><td>2</td></tr>
<tr><td>CTS sink cnt</td><td>9</td></tr>
<tr><td>Clk latency of the worst-skew pair</td><td>0.26 ns</td></tr>
<tr><td>Clock transition time at the flip-flop clock pins of the worst setup and hold paths</td><td>approximately 0.060 ns</td></tr>
<tr><td>Clock root buffer master</td><td>clkbuf_4</td></tr>
<tr><td>Post-CTS resize count</td><td>0</td></tr>
<tr><td>Number of H-tree branching levels</td><td>1</td></tr>
<tr><td>Count of hold-fix buffers inserted at cts</td><td>0</td></tr>
<tr><td>Clock tree from TritonCTS</td><td>yes</td></tr>
<tr><td>Post-CTS repair timing setup buffer count</td><td>0</td></tr>
<tr><th colspan="2">Floorplanning</th></tr>
<tr><td>Chip width</td><td>80 um</td></tr>
<tr><td>Area of the die</td><td>between 6000 and 7000 um2</td></tr>
<tr><td>Chip Height</td><td>roughly 80 um</td></tr>
<tr><td>Top Ports</td><td>3</td></tr>
<tr><td>Total number of placement rows</td><td>21</td></tr>
<tr><td>Core Area</td><td>3420 um2</td></tr>
<tr><td>Core Util at FP</td><td>0.130</td></tr>
<tr><th colspan="2">Cells and area</th></tr>
<tr><td>Finished layout cell area</td><td>548 um2</td></tr>
<tr><td>Share of layout cells above drive strength 1</td><td>0.0784</td></tr>
<tr><td>Layout Area Growth over Synthesis</td><td>23.4%</td></tr>
<tr><th colspan="2">GRT</th></tr>
<tr><td>Largest net degree at the start of global routing</td><td>10</td></tr>
<tr><td>GRT Residual Overflow</td><td>0</td></tr>
<tr><td>All-Layer GR Usage</td><td>0.0261</td></tr>
<tr><td>Number of global-route vias before repair</td><td>between 300 and 400</td></tr>
<tr><td>Global-route wire length before repair</td><td>around 1300 um</td></tr>
<tr><td>Antenna violations before repair</td><td>0</td></tr>
<tr><th colspan="2">Power and ir drop</th></tr>
<tr><td>Leakage dissipation</td><td>roughly 0.23 nW</td></tr>
<tr><td>Power density of the placed cells</td><td>about 650 nW/um2</td></tr>
<tr><td>Worst IR drop on VDD</td><td>around 0.20 mV</td></tr>
<tr><td>Total Power</td><td>0.359 mW</td></tr>
<tr><th colspan="2">Routing</th></tr>
<tr><td>Antenna diodes</td><td>0</td></tr>
<tr><td>Initial DRC Count</td><td>28</td></tr>
<tr><td>Post-route ant nets</td><td>0</td></tr>
<tr><td>Length of the first detailed-routing pass in iterations</td><td>4</td></tr>
<tr><td>Number of vias per cell</td><td>roughly 3.3</td></tr>
<tr><td>Residual DRC count</td><td>0</td></tr>
<tr><td>Total Routed Length</td><td>between 700 and 800 um</td></tr>
<tr><td>Total via count after detailed routing</td><td>321</td></tr>
<tr><td>Avg WL per Cell</td><td>between 7 and 8 um</td></tr>
<tr><th colspan="2">Timing</th></tr>
<tr><td>Post-route clock skew</td><td>about 0.0085 ns</td></tr>
<tr><td>Total Negative Setup Slacks</td><td>0 ns</td></tr>
<tr><td>Setup repair after global routing missed its margin</td><td>no</td></tr>
<tr><td>Time the final worst path needs with I/O delays and setup</td><td>about 1.4 ns</td></tr>
<tr><td>Maximum clock frequency</td><td>696 MHz</td></tr>
<tr><td>Final Hold Violation Tally</td><td>0</td></tr>
<tr><td>Period utilization</td><td>0.798</td></tr>
<tr><td>Measured slew at the worst slew-check pin</td><td>0.392 ns</td></tr>
<tr><td>Final Max Slew Viols</td><td>0</td></tr>
<tr><td>Worst slew slack as a fraction of its limit</td><td>0.738</td></tr>
<tr><td>Total setup violations reported at the end of the flow</td><td>0</td></tr>
<tr><th colspan="2">Placement</th></tr>
<tr><td>Half-perimeter wire length after detailed placement</td><td>551 um</td></tr>
<tr><td>Number of port buffers</td><td>2</td></tr>
<tr><td>Placed cell area</td><td>between 500 and 600 um2</td></tr>
<tr><td>RD Place Congestion</td><td>between 0.7 and 0.8</td></tr>
<tr><th colspan="2">Run</th></tr>
<tr><td>Tally of OpenROAD warnings</td><td>26</td></tr>
<tr><td>Max-cap check violation count</td><td>0</td></tr>
<tr><th colspan="2">Min path</th></tr>
<tr><td>Class of the tightest hold or removal check</td><td>in2async</td></tr>
<tr><th colspan="2">Outcome</th></tr>
<tr><td>Run status</td><td>finished clean</td></tr>
</table>
[power by group]
| part | switching, mW | internal, mW |
|---|---|---|
| logic | 0.00363 | 0.00192 |
| registers | 0 | 0.202 |
| clock network | 0.0656 | 0.0851 |
| total | 0.0692 | 0.289 |
[cell usage in the layout, fill, tap and decap left out, types with 2 or more instances in the layout]
master | synthesis | final
dfrtp_1 | 9 | 9
nand2_1 | 6 | 6
inv_1 | 5 | 5
nand3_1 | 5 | 5
nor2_1 | 3 | 3
clkbuf_4 | 0 | 3
o21ai_0 | 2 | 2
ha_1 | 2 | 2
clkdlybuf4s50_1 | 0 | 2
[sequential cells by signal (all words and copies together), names as in the netlist]
name,count
count,8
slow_clock,1
[layer usage]
metal,global-route usage,vias up,share of wire
met3,0.0205,2,0.085
met5,0,-,0
li1,-,168,-
met2,0.0329,5,0.40
met4,0.00352,0,0.017
met1,0.0346,146,0.50
[worst min-delay path by stage]
stage | start | to | slack [ns] | cells after the start
4_1_cts | arstn | count[5]$_DFF_PN0_ | 0.40 | 1
5_1_grt | arstn | count[5]$_DFF_PN0_ | 0.41 | 1
6_report | arstn | count[5]$_DFF_PN0_ | 0.39 | 1
[area by class of cell]
cell class,count,area [um2]
timing repair buffer,2,20.0
sequential,9,225
fill,383,2870
tap,46,57.6
inverter,5,18.8
multi-input combinational,31,200
clock buffer,4,26.3
[kinds of logic after synthesis]
kind of cell	Yosys count
AND/OR/NAND/NOR	20
flip-flops	9
AND-OR/OR-AND	7
buffers and inverters	5
XOR/XNOR	2
adder cells (fa/ha/maj)	2
[stage by stage]
stage,cells,setup slack (ns),hold slack [ns],util
floorplan,45,0.525,0.0644,-
global placement,93,0.463,0.463,0.153
detailed placement,93,0.453,0.460,0.153
CTS,97,0.336,0.399,0.160
global route,97,0.310,0.411,0.160
finish,97,0.363,0.389,0.160
Power figures rest on the tool's default switching activity, not on a simulated workload.
